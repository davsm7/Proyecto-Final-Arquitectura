File: flow/run.sh
#!/bin/bash
# OpenROAD 26Q1-2900-gdf79404cd8, Yosys 0.63+post, stock flow scripts
make -C /OpenROAD-flow-scripts/flow DESIGN_CONFIG=/design/flow/config.mk WORK_HOME=/design/flow/orfs finish
File: flow/config.mk
export PLATFORM = sky130hd
export DESIGN_NAME = ALU
export DESIGN_NICKNAME = ALU
export VERILOG_FILES = /design/flow/design.v
export SDC_FILE = /design/flow/constraint.sdc
export NUM_CORES = 4
export LEC_CHECK = 1
export CORE_UTILIZATION = 40
File: flow/constraint.sdc
current_design ALU

set clk_period 20.7
set clk_io_pct 0.2

create_clock -name clk0 -period $clk_period

set non_clock_inputs [all_inputs -no_clocks]
set_input_delay [expr $clk_period * $clk_io_pct] -clock clk0 $non_clock_inputs
set_output_delay [expr $clk_period * $clk_io_pct] -clock clk0 [all_outputs]
File: flow/design.v
module ALU #(
    parameter SIZEDATA = 32,
    OP = 4
) (
    input [SIZEDATA-1 : 0] a,
    input [SIZEDATA-1 : 0] b,
    input [OP-1 : 0] operador,
    output reg zero,
    output reg [SIZEDATA-1 : 0] resultado
);
  always @* begin
    resultado = 32'b0;
    zero = 0;
    case (operador)
      4'b0000: begin
        resultado = a & b;
      end
      4'b0001: begin
        resultado = a | b;
      end
      4'b0010: begin
        resultado = a + b;
      end
      4'b0110: begin
        resultado = a - b;
        zero = (resultado == 0) ? 1 : 0;
      end
      4'b0111: begin
        resultado = a < b ? 1 : 0;
      end
      4'b1100: begin
        resultado = ~a || ~b;
      end
      default: begin
        resultado = 32'b0;
        zero = 0;
      end
    endcase
  end
endmodule
==> out/results.ini <==
[synth]
yosysTopAreaCellShare=0.206
syn_area_sq_um=5830
synth_cell_type_count=90
yosys_area_sq_um=5830
ys_seq_share=0
ys_cells=866
yosysMostFrequentCell=ha_1
synth_warnings=1
synth.avg_cell_area_sq_um=6.74
netlist_instances=866
yosys-top-cells-count=96 x ha_1, 93 x inv_1, 74 x nor2_1
netlist_top_cells_area=ha_1 21%, inv_1 6.0%, a21oi_1 5.7%
yosysTopAreaCell=ha_1

[sta]
fin_crit_sh=0.623
fmax_ghz=0.0775
tightest_slew_ns=0.776
setup_tns_ns=0
hold_viol=0
rsz0062_at_grt=no
setup_violations=0
drv_slew=0
hold_slack_ns=9.30
slew_headroom=0.478
post-route-min-period_ns=12.90

[critical_path]
crit_arrival_ns=8.76
crit_fanout=17
required_ns=16.56
crit_type=in2out
cp-start-kind=primary input
end_kind=output port

[drt]
first_iter_violations=723
vias=6962
diodes=0
drt_first_pass_iters=6
drtAntennaViolNets=0
via_per_inst=6.29
drc_errors=0
postRouteWirelength_microns=23900
wire_per_inst_microns=21.6

[floorplan]
io_pins=101
chipHeight_microns=123
die_x_microns=123
fp_util=0.415
num_rows=43
fp.dieArea_sq_um=15100
core_region_area_sq_um=14000

[finish]
area_growth_pct=17.9
fill_cells=1464
regArea_sq_um=0
clkbuf_count=0
flop-count=0
drive_above_1_share=0.0529
final_util=0.490
postLayoutCellArea_sq_um=6880

[global_routing]
grt_max_degree=54
grt_pass1_wl_microns=37200
antenna_found_initial=0
grt_remaining_overflow=0
gr-usage-all-layers=0.331
grt_pass1_vias=6273

[worst_hold_path]
hold_class=in2out
holdPathStages=5
hold-path-endpoint=resultado[0]
hold_start=operador[2]

[power]
vdd_drop_max_v=0.0000187
leakage_nw=2.86
powerDensity_nw_per_um2=29.4

[place]
portBuffers=101
routabilityCongestion=1.07
placed_cell_area_sq_um=6880
dp_hpwl_microns=19400

[run]
cap_violations=0
warnings=96

[clocking]
post_cts_buffers=0
cts_resized=0
hold_buffers=0

[outcome]
status=finished, final reports clean

-- per-stage QoR --
stage / worst slack, ns / total power (W) / cells
2_1_floorplan: 10.17 / 0.000129 / 866
3_3_place_gp: 8.11 / 0.000199 / 1107
3_5_place_dp: 8.12 / 0.000196 / 1107
4_1_cts: 8.07 / 0.000197 / 1107
5_1_grt: 7.61 / 0.000219 / 1107
6_report: 7.80 / 0.000202 / 1107
-- worst max path at each step --
stage,from,depth (start not counted),slack (ns),to
finish,a[15],13,7.80,zero
CTS,a[23],13,8.07,zero
global route,a[16],13,7.61,zero
-- routing by layer --
metal	vias to the layer above	GRT usage	share of wire	wire, microns
met3	24	0.0598	0.092	2190
met2	352	0.467	0.41	9870
met4	0	0.0564	0.019	463
met1	3259	0.519	0.48	11400
met5	-	0	0	0
li1	3327	-	-	-
-- cell type report --
type	count	area (sq um)	share of cell area
multi-input combinational	722	5240	0.762
timing repair buffer	106	1040	0.152
inverter	99	372	0.0540
tap	180	225	0.0327
-- placed cells by master, fill, tap and decap left out, types with 4 or more instances in the layout --
| master | Yosys | layout |
|---|---|---|
| a211oi_1 | 11 | 11 |
| a21o_1 | 10 | 10 |
| a21oi_1 | 67 | 67 |
| a221oi_1 | 8 | 8 |
| a31oi_1 | 16 | 16 |
| and2_1 | 5 | 5 |
| and3_1 | 5 | 5 |
| buf_4 | 4 | 5 |
| clkdlybuf4s50_1 | 0 | 100 |
| ha_1 | 96 | 96 |
| inv_1 | 93 | 93 |
| inv_2 | 4 | 4 |
| mux2i_1 | 6 | 6 |
| nand2_1 | 62 | 62 |
| nand2b_1 | 8 | 8 |
| nand3_1 | 16 | 16 |
| nand4_1 | 29 | 29 |
| nor2_1 | 74 | 74 |
| nor2b_1 | 8 | 8 |
| nor3_1 | 26 | 26 |
| nor4_1 | 23 | 22 |
| o211ai_1 | 9 | 9 |
| o21a_1 | 9 | 9 |
| o21ai_0 | 49 | 49 |
| o21ai_1 | 5 | 5 |
| o21bai_1 | 10 | 10 |
| o221ai_1 | 27 | 27 |
| o2bb2ai_1 | 4 | 4 |
| o31a_1 | 5 | 5 |
| o31ai_1 | 14 | 14 |
| or2_2 | 6 | 6 |
| xnor2_1 | 31 | 31 |
| xor2_1 | 4 | 4 |
-- power by group --
group | switching, W | leakage (nW) | internal [W]
Sequential | 0 | 0 | 0
Clock | 0 | 0 | 0
Combinational | 0.000122 | 2.86 | 0.0000802
-- worst max-delay path, stage by stage --
cell and delay (ns):
clkdlybuf4s50_1 0.54, inv_1 0.06, ha_1 0.66, nor2b_1 0.12, o21a_1 0.23, o21ai_0 0.56
a21oi_1 0.14, a211oi_1 0.61, a31oi_1 0.23, xnor2_1 0.21, nor3b_1 0.42, nor4b_2 0.32
clkdlybuf4s50_1 0.51
-- logic make-up (layout without fill, tap and decap cells) --
logic type / after synthesis / count (layout) / synth area share
compound gates: 296 / 296 / 0.365
xor+xnor: 35 / 35 / 0.0525
fa+ha+maj: 98 / 98 / 0.213
buf+inv: 144 / 205 / 0.103
mux: 9 / 9 / 0.0161
simple gates: 284 / 284 / 0.251
Power figures rest on the tool's default switching activity, not on a simulated workload.
