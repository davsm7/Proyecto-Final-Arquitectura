==> flow/design.v <==
module EX_MEM#(parameter SIZE = 32,
		 parameter ADDR_SIZE = 5,
		 parameter S_WB = 2,
		 parameter S_M = 3)
	(
		input clk,
		input [S_WB-1:0]WB,
		input [S_M-1:0]M,
		input zero_in,
		input [SIZE-1:0] data_in,
		input [SIZE-1:0] data_in2,
		input [SIZE-1:0] AWriteMem_in,
		input [ADDR_SIZE-1:0] AWriteReg_in,
		input is_byte_in,
		output reg [S_WB-1:0] WB_out,
		output reg [S_M-1:0] M_out,
		output reg zero_out,
		output reg [SIZE-1:0] data_out,
		output reg [SIZE-1:0] data_out2,
		output reg [SIZE-1:0] AWriteMem,
		output reg [ADDR_SIZE-1:0] AWriteReg,
		output reg is_byte_out
	);
	always @(posedge clk) begin
		WB_out <= WB;
		M_out <= M;
		data_out <= data_in;
		data_out2 <= data_in2;
		AWriteMem <= AWriteMem_in;
		AWriteReg <= AWriteReg_in;
		is_byte_out <= is_byte_in;
	end
endmodule
==> flow/run.sh <==
#!/bin/bash
# OpenROAD 26Q1-2900-gdf79404cd8, Yosys 0.63+post, stock flow scripts
make -C /OpenROAD-flow-scripts/flow DESIGN_CONFIG=/design/flow/config.mk WORK_HOME=/design/flow/orfs finish
==> flow/config.mk <==
export PLATFORM = sky130hd
export DESIGN_NAME = EX_MEM
export DESIGN_NICKNAME = EX_MEM
export VERILOG_FILES = /design/flow/design.v
export SDC_FILE = /design/flow/constraint.sdc
export NUM_CORES = 4
export LEC_CHECK = 1
export CORE_UTILIZATION = 30
==> flow/constraint.sdc <==
current_design EX_MEM

set clk_period 1.0
set clk_io_pct 0.2

create_clock -name clk0 -period $clk_period [get_ports {clk}]

set non_clock_inputs [all_inputs -no_clocks]
set_input_delay [expr $clk_period * $clk_io_pct] -clock clk0 $non_clock_inputs
set_output_delay [expr $clk_period * $clk_io_pct] -clock clk0 [all_outputs]
==> summary.rpt <==
FLOW METRICS REPORT
----------------------------------------------------
[Critical path]
  Type of destination of the critical path ........................ output pin
  Maximum fanout along the worst path ........................ 1
  List of cells traversed by the critical path ........................ buf_2
  Bufs and invs on worst path ........................ 1
  Slowest stage delay, CP ........................ 0.33 ns
  Worst setup path category ........................ register to output pin
  Slowest library cell on the worst path ........................ sky130_fd_sc_hd__dfxtp_2
  Critical path data arrival time ........................ 0.79 ns
  Worst endpoint required time ........................ 0.80 ns
  Critical path launch point type ........................ register
  Top delay family on crit path ........................ flip-flops

[Floorplanning]
  Count of pins on the block boundary ........................ 217
  Site row count ........................ 30
  Die span in x ........................ 86.72 µm
  Vertical die size ........................ 86.72 µm
  Initial core utilization ........................ 31.35%
  Die area ........................ 0.007520 mm²
  Core ar. ........................ 0.006869 mm²

[Synthesis]
  Number of flip-flops and latches in the synthesized netlist ........................ 107
  Area share, top type ........................ 99.48%
  Cell area after synthesis ........................ 0.002153 mm²
  Total number of yosys warnings ........................ 2
  Post-synth area from yosys stat ........................ 0.002153 mm²
  Post-Syn Instances ........................ 109
  Post-synth top area cell ........................ sky130_fd_sc_hd__dfxtp_1
  Biggest area cells ........................ sky130_fd_sc_hd__dfxtp_1 (99%), sky130_fd_sc_hd__buf_4 (0.35%), sky130_fd_sc_hd__conb_1 (0.17%)
  Avg Cell Area, Syn ........................ 19.76 µm²
  Tally of unique sky130hd cells used after synthesis ........................ 3
  Post-synthesis cell count from yosys ........................ 109
  Synth Seq Share ........................ 99.48%

[Finish]
  Post-synthesis to final-layout area growth ........................ 90.01%
  Tally of filler cells in the layout ........................ 613
  Area of all placed cells without fillers ........................ 0.004091 mm²
  Commonest non-fill, non-tap cells in the layout ........................ sky130_fd_sc_hd__clkdlybuf4s50_1 (107), sky130_fd_sc_hd__buf_2 (107), sky130_fd_sc_hd__dfxtp_1 (98)
  Fraction of the core area covered by cells at the end of the flow ........................ 59.56%
  Area occupied by registers ........................ 0.002153 mm²
  Ratio of cells with drive above 1 in the final layout ........................ 39.05%
  Non-filler instance count after layout ........................ 434
  Footprint of the multi-input gates ........................ 3.754 µm²

[Clock tree]
  TritonCTS clock tree ........................ done
  CTS hold repair buffers ........................ 0
  Clock tree root buffer cell ........................ sky130_fd_sc_hd__clkbuf_8
  Total CTS buffers ........................ 9
  Clk pin slew, worst setup/hold paths ........................ 0.10 ns
  Number of clock sinks ........................ 107
  Post-CTS repair timing setup buffer count ........................ 0
  H-tree Lvls ........................ 3
  Number of buffers on the longest clock path ........................ 2

[Final timing]
  Fin. max-slew vios ........................ 0
  Setup repair after global routing missed its margin ........................ yes
  Shortest clock period the worst path allows after layout ........................ 0.9875 ns
  Setup tns final ........................ 0 ns
  Cycle use final ........................ 98.75%
  Max frequency ........................ 1013 MHz
  Hold Vio Cnt, Final ........................ 0
  Final-report setup violation count ........................ 0

[Detailed routing]
  Antenna Cells ........................ 0
  DR pass1 iterations ........................ 3
  Detailed-route wire length per cell ........................ 13.96 µm
  DRC violations left ........................ 0
  Post-route ant nets ........................ 0
  Vias per cell ........................ 3.624
  Detailed Route WL ........................ 6058 µm
  Routed vias ........................ 1573
  DRT iter0 DRCs ........................ 40

[Hold path]
  End point of the most critical hold path ........................ data_out2[12]$_DFF_P_
  Hold Path Stages ........................ 1
  Path class of the lowest-slack min-delay path ........................ input port to register
  Worst Min Path Start ........................ data_in2[12]

[Global route]
  Largest net degree at the start of global routing ........................ 19
  GR Overflow Total ........................ 0
  Global-route wire length before repair ........................ 8652 µm
  Global routing usage summed across all routing layers ........................ 16.66%
  Via count of the first global-routing pass ........................ 1428
  Initial antenna violation count ........................ 0

[Run]
  OpenROAD warnings ........................ 29
  Number of maximum-capacitance violations ........................ 0

[Placement]
  Post-Place Cells ........................ 418
  Quantity of I/O buffers inserted on ports ........................ 214
  Instance area at placement ........................ 0.004408 mm²
  Routability Congestion ........................ 0.7067

[Power and ir drop]
  Worst ir drop on vdd ........................ 1020 µV
  Power density over the cells ........................ 1898 mW/mm²
  Leakage dissipation ........................ 1.853 nW

[Status]
  Run status ........................ finished clean

----------------------------------------------------
==> synth_stat cells <==
cell,instances
sky130_fd_sc_hd__dfxtp_1,107
sky130_fd_sc_hd__buf_4,1
sky130_fd_sc_hd__conb_1,1
==> power breakdown <==
part	total [W]	switching [W]	internal, W
clock	0.00265	0.00140	0.00125
combinational	0.000587	0.0000900	0.000496
sequential	0.00453	0.0000431	0.00449
total	0.00777	0.00153	0.00624
==> metrics by stage <==
step                      hold slack [ns]  power [W]  setup slack, ns
after floorplan                    0.2277   0.004582           0.5385
after global routing               0.2308   0.008150         -0.04612
after CTS                          0.2498   0.007877         -0.01260
after detailed placement           0.6516   0.005446         0.002540
final                              0.2718   0.007767          0.01246
after global placement             0.6485   0.005437         0.006913
==> worst max path at each step <==
| stage | start | end | slack [ns] | depth (start not counted) |
|---|---|---|---|---|
| after CTS | AWriteMem[8]$_DFF_P_ | AWriteMem[8] | -0.01 | 1 |
| after global routing | AWriteMem[8]$_DFF_P_ | AWriteMem[8] | -0.05 | 1 |
| final | AWriteMem[8]$_DFF_P_ | AWriteMem[8] | 0.01 | 1 |
==> per-layer routing <==
metal / global-route usage [%] / part of all wire (%) / vias to the layer above
met2: 27.13 / 50 / 109
li1: - / - / 777
met4: 1.364 / 0.51 / 0
met3: 7.150 / 11 / 4
met1: 22.44 / 38 / 683
met5: 0 / 0 / -
==> repair_timing <==
action                     CTS  global route
gates cloned                 0             0
setup endpoints to repair  107           105
gates resized              340             4
==> sequential cells by signal, indices dropped and copies added, names as in the netlist <==
name         count
AWriteMem       32
WB_out           2
is_byte_out      1
M_out            3
data_out2       32
data_out        32
AWriteReg        5
==> logic make-up (layout without fill, tap and decap cells) <==
group / Yosys count / after routing / synth area share [%]
other cells: 1 / 1 / 0.1742
buf+inv: 1 / 230 / 0.3488
flops: 107 / 107 / 99.48
==> area by class of cell <==
cell class,count,area share (%)
Clock buffer,10,3.364
Tap cell,96,2.936
Clock inverter,6,1.713
Multi-Input combinational cell,1,0.09174
Timing Repair Buffer,214,39.27
Sequential cell,107,52.63
Power figures rest on the tool's default switching activity, not on a simulated workload.
