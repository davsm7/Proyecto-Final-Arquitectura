===== design.v =====
module ID_EX#(parameter SIZE = 32,
			  parameter ADDR_SIZE = 5,
			  parameter SIZE_FNC = 6,
			  parameter SIZE_EXTEND = 32,
			  parameter S_EX = 4,
			  parameter S_WB =2,
			  parameter S_M = 3)
	(
	input [S_WB-1:0] WB,
	input [S_M-1:0] M,
	input [S_EX-1:0]EX,
    input clk,
    input [SIZE-1:0] data_in,
    input [SIZE-1:0] data_in2,
	input [SIZE_EXTEND-1:0] data_in3,
	input [SIZE-1:0] data_extend_in,
	input [ADDR_SIZE-1:0] if_id_Rs,
	input [ADDR_SIZE-1:0] if_id_Rt,
	input [ADDR_SIZE-1:0] adrWrite1,
	input [ADDR_SIZE-1:0] adrWrite2,
	input [SIZE_FNC-1:0] funcion_in,
	input is_byte_in,
	output reg [S_WB-1:0]WB_out,
	output reg [S_M-1:0]M_out,
	output reg [S_EX-1:0]EX_out,
    output reg [SIZE-1:0] data_out,
    output reg [SIZE-1:0] data_out2,
	output reg [SIZE-1:0] data_out3,
	output reg [SIZE-1:0] data_out_jm,
	output reg [SIZE_FNC-1:0] funcion,
	output reg [ADDR_SIZE-1:0] AWrite1,
	output reg [ADDR_SIZE-1:0] AWrite2,
	output reg [ADDR_SIZE-1:0] Rs,
	output reg [ADDR_SIZE-1:0] Rt,
	output reg is_byte_out
);
always @(posedge clk) begin
    WB_out <= WB;
	M_out <= M;
	EX_out <= EX;
	data_out <= data_in;
    data_out2 <= data_in2;
	data_out3 <= data_in3;
	data_out_jm <= data_extend_in;
	funcion <= funcion_in;
	AWrite1 <= adrWrite1;
	AWrite2 <= adrWrite2;
	Rs <= if_id_Rs;
	Rt <= if_id_Rt;
	is_byte_out <= is_byte_in;
end
endmodule

===== run.sh =====
#!/bin/bash
# OpenROAD 26Q1-2900-gdf79404cd8, Yosys 0.63+post, stock flow scripts
make -C /OpenROAD-flow-scripts/flow DESIGN_CONFIG=/design/flow/config.mk WORK_HOME=/design/flow/orfs finish

===== config.mk =====
export PLATFORM = sky130hd
export DESIGN_NAME = ID_EX
export DESIGN_NICKNAME = ID_EX
export VERILOG_FILES = /design/flow/design.v
export SDC_FILE = /design/flow/constraint.sdc
export NUM_CORES = 4
export LEC_CHECK = 1
export CORE_AREA = 10 10 151 151
export DIE_AREA = 0 0 161 161

===== constraint.sdc =====
current_design ID_EX

set clk_period 1.0
set clk_io_pct 0.2

create_clock -name clk0 -period $clk_period [get_ports {clk}]

set non_clock_inputs [all_inputs -no_clocks]
set_input_delay [expr $clk_period * $clk_io_pct] -clock clk0 $non_clock_inputs
set_output_delay [expr $clk_period * $clk_io_pct] -clock clk0 [all_outputs]

==> CHANGELOG.md <==
## Implementation

* Largest stage delay, worst path at 310 ps
* CTS H-Tree Depth at 4
* Instance tally after logic synthesis at 164
* Top cell types by occurrence after synthesis: dfxtp_1
* Actual transition at the worst max-transition pin at 176 ps
* Relative slew margins at 88.3%
* Core area at 0.0195 mm^2
* Seq pwr share at between 40% and 50%
* Met1 usage at 9.54%
* Vias after detailed routing at 2,507
* Cell area after synthesis at 0.00328 mm^2
* Post-synth tally of flip-flops with integrated enable at 0
* Post-Route Setup TNS at -1820 ps
* Final non-filler cell total at 790
* Critical path, cell by cell: buf_2
* Starting Density at 16.8%
* Failing checks: negative setup slack
* Number of violations of the max-capacitance limit at 0
* Power share of the combinational group at 6.7%
* Clock Power Share at a little over two fifths
* Met3 capacity usage during global routing at around 7.4%
* Clock-pin slew of the registers on the worst-case setup and hold paths at 70 ps
* Global-route wire length before repair at 18,100 um
* Largest net degree at the start of global routing at 17
* Average wire length per cell after detail routing at 15.8 um
* Complex Gates by Area at 0%
* Tally of yosys warning messages at 1
* Required time of the critical path at 800 ps
* Number of CTS-inserted buffers at 17
* Root Driver: clkbuf_16
* Nature of the critical path endpoint: output pin
* Top flip-flop cell by instance count after synthesis: dfxtp_1
* Crit path from: funcion[1]
* Basic-gate share of the synthesized area counting and, or, nand and nor cells at 0%
* Outcome: finished, violations left
* Full die area at 0.0259 mm^2
* Vias per cell at 3.17
* CP max-delay cell: dfxtp_2
* Core utilization of the finished layout at between 30 and 40%
* Top-area cell type share of the netlist area at 100%
* Mux share at 0%
* Critical path launch point type: flop
* Clk sink count at ~160
* Cell count along the critical path at 1
* Cell count after placement at roughly 760
* Sw Share at 21.2%
* Global route hottest layer: met2
* Detailed Routing Iterations Pass 1 at 3
* Met2 usage at 14.9%
* Minimum setup slack in the final design at -34.6 ps
* Buffer depth of the longest clock path at 2
* Most frequent cell after synthesis: dfxtp_1
* Dpl ws at -35.3 ps
* Die extent in x at roughly 160 um
* Adder and majority cell fraction of the synthesized area at 0%
* Cell-internal power at 11.1 mW
* Number of antenna violations at the first check in global routing at 1
* Buf/Inv on CP at 1
* Final worst-path cycle share at 103%
* Final weighted congestion in routability-driven placement at 0.789
* Cell area power density at roughly 2100 mW/mm^2
* Final hold violation count at 0
* Number of flip-flops and latches in the synthesized netlist at 164
* CTS tree: yes
* Layout overhead on the synthesized area at 104%
* Synth async-reset ratio at 0%
* Share of synthesized area occupied by flip-flops and latches at around 100%
* Top cells, area: dfxtp_1
* Number of placed I/O pins at 329
* Chip area from the yosys synthesis statistics at between 0.003 and 0.004 mm^2
* Global route overflow at 0
* Arrival time at the worst endpoint at approximately 830 ps
* Max Clk Rate at 967 MHz
* Count of standard-cell rows at just over 50
* Total Power Consumption at 14.0 mW
* Combinational Area at 0 um^2
* Detailed router's first-iteration violation count at 56
* Average cell area after synthesis at 20.0 um^2
* Final Critical Period at 1030 ps
* Maximum fanout encountered on the critical timing path at 1
* Cell family with the largest share of critical-path delay: flip-flops
* Detail Route Antenna Nets at 0
* Capturing element of the worst setup path: funcion[1]
* Max rail drop VDD at about 1400 uV
* Post-synthesis xor/xnor area fraction at 0%
* OpenROAD warnings at 27
* Unrepaired setup endpoints after global routing: yes
* Share of post-route cells with drive strength above 1 at 42.2%
* Quantity of I/O buffers inserted on ports at 328
* Count of multi-input gates at 0
* Type of the tightest min-delay check: in2reg
* Finish-stage setup viols at 154
* Switching component of the power at 2.97 mW
* Post-DP HPWL at 10,600 um
* Number of global-route vias before repair at 2,785
* DRT Wirelength at 12,500 um
* Number of different library cells in the post-synthesis netlist at 1
* Leakage dissipation at around 3.0 nW
* Setup Crit Path Kind: reg2out
* Final Max Slew Viols at 0
* Die span in y at 161 um
* Total routing usage reported by global routing at 9.30%
* Cell type with the largest total area after synthesis: dfxtp_1
* Yosys cell count at 164
* DRC violations left at 0
## timing repair
item | CTS | global route
gates resized | 533 | 14
setup endpoints to repair | 164 | 164
hold buffers | 0 | 0
setup buffers | 0 | 0
gates cloned | 0 | 0
## layout by cell type, fill, tap and decap left out
cell type	netlist	final
clkinv_2	0	1
diode_2	0	1
buf_2	0	160
clkinv_4	0	4
clkbuf_8	0	2
inv_6	0	4
dfxtp_1	164	139
clkbuf_16	0	17
clkinvlp_4	0	1
dfxtp_2	0	25
clkdlybuf4s50_1	0	164
inv_8	0	3
buf_6	0	4
## final cells by class
| cell class | instances | area, um^2 |
|---|---|---|
| Fill cell | 1947 | 12800 |
| Sequential cell | 164 | 3310 |
| Timing Repair Buffer | 328 | 2490 |
| Clock buffer | 19 | 453 |
| Tap cell | 265 | 332 |
| Clock inverter | 13 | 116 |
| Antenna cell | 1 | 2.50 |
## kinds of logic (layout without fill, tap and decap cells)
| family | Yosys count | after routing |
|---|---|---|
| flops | 164 | 164 |
| buf+inv | 0 | 360 |
| other cells | 0 | 1 |
## through the flow
stage	hold slack [ps]	area (um^2)
2_1_floorplan	228	3280
3_3_place_gp	649	6900
3_5_place_dp	652	6900
4_1_cts	194	6670
5_1_grt	187	6700
6_report	221	6710
## per-layer routing
layer | wire (um) | part of all wire (%)
met4 | 173 | 1.4
met2 | 5840 | 47
met3 | 2080 | 17
met1 | 4370 | 35
met5 | 0 | 0
## registers in the layout, indices dropped and copies added, names as in the netlist
name         count
data_out3       32
funcion          6
Rt               5
WB_out           2
M_out            3
AWrite1          5
data_out2       32
is_byte_out      1
EX_out           4
Rs               5
AWrite2          5
data_out_jm     32
data_out        32
## how the worst min path moves through the flow
stage | to | cells after the start | startpoint | slack, ps
4_1_cts | M_out[0] | 1 | M[0] | 190
5_1_grt | data_out2[28] | 1 | data_in2[28] | 190
6_report | WB_out[1] | 1 | WB[1] | 220
## power groups by stage
stage / sequential (mW) / combinational [mW] / clock [mW]
after CTS: 6.96 / 0.970 / 6.35
after global routing: 7.00 / 1.03 / 6.69
final: 6.96 / 0.942 / 6.13
Power figures rest on the tool's default switching activity, not on a simulated workload.
